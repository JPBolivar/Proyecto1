==> ./design.v <==
module avr109 (
	       input rst,
	       input clk,
	       input rxd,
	       output txd,
	       output intercept_mode,
	       output prog_mode,
	       output[15:0] prog_addr,
	       output[15:0] prog_data,
	       input[15:0] prog_data_in,
	       output prog_low,
	       output prog_high,
	       output[7:0] debug
	       );
   parameter CLK_FREQUENCY = 1000000;
   parameter BAUD_RATE = 9600;
   parameter VERSION_HIGH = "1";
   parameter VERSION_LOW = "0";
   reg 	     tx_avail_d, tx_avail_q;
   reg [7:0] tx_data_d, tx_data_q;
   reg [4:0] state_d, state_q;
   reg [7:0] cnt_d, cnt_q;
   reg [15:0] addr_d, addr_q;
   reg 	      prog_strobe;
   reg        prog_mode_d, prog_mode_q;
   wire       tx_ready;
   wire       rx_avail;
   wire [7:0] rx_data;
   wire       rx_enabled;
   wire       send_ok;
   assign     prog_addr = {1'b0,addr_q[15:1]};
   assign     prog_data = {rx_data,rx_data};
   assign     prog_mode = prog_mode_q;
   assign     prog_low = prog_strobe & ~addr_q[0];
   assign     prog_high = prog_strobe & addr_q[0];
   assign     send_ok = tx_ready & ~tx_avail_q;
   assign debug = {intercept_mode, rxd, txd, state_q};
   localparam STATE_INACTIVE    = 0;
   localparam STATE_ATTACHING   = 1;
   localparam STATE_IDLE        = 2;
   localparam STATE_BAD_COMMAND = 3;
   localparam STATE_GET_V_HIGH  = 4;
   localparam STATE_GET_V_LOW   = 5;
   localparam STATE_SEND_Y      = 6;
   localparam STATE_GET_BS_Y    = 7;
   localparam STATE_GET_BS_HI   = 8;
   localparam STATE_GET_BS_LO   = 9;
   localparam STATE_SEND_00     = 10;
   localparam STATE_IGNORE_DATA = 11;
   localparam STATE_ACK_CMD     = 12;
   localparam STATE_SET_ADDR_HI = 13;
   localparam STATE_SET_ADDR_LO = 14;
   localparam STATE_SET_CNT_HI  = 16;
   localparam STATE_SET_CNT_LO  = 17;
   localparam STATE_CHECK_FLASH = 18;
   localparam STATE_PROG_GET    = 19;
   localparam STATE_PROG_PUT    = 20;
   localparam STATE_EXIT1       = 21;
   localparam STATE_EXIT2       = 22;
   localparam STATE_SET_CNT_HI2  = 24;
   localparam STATE_SET_CNT_LO2  = 25;
   localparam STATE_CHECK_FLASH2 = 26;
   localparam STATE_READ_GET    = 27;
   localparam STATE_READ_PUT    = 28;
	assign     intercept_mode = (state_q >= STATE_IDLE);
   avr109tx #(.CLK_FREQUENCY(CLK_FREQUENCY), .BAUD_RATE(BAUD_RATE))
            avr109tx_inst(.rst(rst), .clk(clk),
			  .tx_data(tx_data_q), .tx_avail(tx_avail_q),
			  .txd(txd), .tx_ready(tx_ready));
   avr109rx #(.CLK_FREQUENCY(CLK_FREQUENCY), .BAUD_RATE(BAUD_RATE))
            avr109rx_inst(.rst(rst), .clk(clk),
			  .rx_data(rx_data), .rx_avail(rx_avail),
			  .rxd(rxd), .rx_enabled(rx_enabled));
   assign rx_enabled = 1'b1;
   always @(*) begin
      tx_avail_d = 0;
      tx_data_d = 8'h00;
      state_d = state_q;
      cnt_d = cnt_q;
      addr_d = addr_q;
      prog_strobe = 1'b0;
      prog_mode_d = prog_mode_q;
      case (state_q)
	STATE_INACTIVE: begin
	   cnt_d = 0;
	   prog_mode_d = 0;
	   if (rx_avail & (rx_data == 8'h1b))
	     state_d = STATE_ATTACHING;
	end
	STATE_ATTACHING: begin
	   if (rx_avail) begin
	      if (rx_data != ((cnt_q&1)? 8'h1b : 8'haa))
		state_d = STATE_INACTIVE;
	      else begin
		 cnt_d[2:0] = cnt_q[2:0] + 1;
		 if (cnt_q[2:0] == 5)
		   state_d = STATE_IDLE;
	      end
	   end
	end
	STATE_IDLE: begin
	   if (rx_avail) begin
	      case (rx_data)
		8'h0a, 8'h1b: ;
		8'h41: state_d = STATE_SET_ADDR_HI;
		8'h42: state_d = STATE_SET_CNT_HI;
		8'h45: state_d = STATE_EXIT1;
		8'h4c: begin
		   prog_mode_d = 1'b0;
		   state_d = STATE_ACK_CMD;
		end
		8'h50: begin
		   prog_mode_d = 1'b1;
		   state_d = STATE_ACK_CMD;
		end
		8'h54: state_d = STATE_IGNORE_DATA;
		8'h56: state_d = STATE_GET_V_HIGH;
		8'h61: state_d = STATE_SEND_Y;
		8'h62: state_d = STATE_GET_BS_Y;
		8'h67: state_d = STATE_SET_CNT_HI2;
		8'h74: state_d = STATE_SEND_00;
		default: state_d = STATE_BAD_COMMAND;
	      endcase  
	   end
	end
	STATE_BAD_COMMAND: begin
	   if (send_ok) begin
	      tx_data_d = 8'h3f;
	      tx_avail_d = 1'b1;
	      state_d = STATE_IDLE;
	   end
	end
	STATE_GET_V_HIGH: begin
	   if (send_ok) begin
	      tx_data_d = VERSION_HIGH;
	      tx_avail_d = 1'b1;
	      state_d = STATE_GET_V_LOW;
	   end
	end
	STATE_GET_V_LOW: begin
	   if (send_ok) begin
	      tx_data_d = VERSION_LOW;
	      tx_avail_d = 1'b1;
	      state_d = STATE_IDLE;
	   end
	end
	STATE_SEND_Y: begin
	   if (send_ok) begin
	      tx_data_d = 8'h59;
	      tx_avail_d = 1'b1;
	      state_d = STATE_IDLE;
	   end
	end
	STATE_GET_BS_Y: begin
	   if (send_ok) begin
	      tx_data_d = 8'h59;
	      tx_avail_d = 1'b1;
	      state_d = STATE_GET_BS_HI;
	   end
	end
	STATE_GET_BS_HI: begin
	   if (send_ok) begin
	      tx_data_d = 8'h00;
	      tx_avail_d = 1'b1;
	      state_d = STATE_GET_BS_LO;
	   end
	end
	STATE_GET_BS_LO: begin
	   if (send_ok) begin
	      tx_data_d = 8'hff;
	      tx_avail_d = 1'b1;
	      state_d = STATE_IDLE;
	   end
	end
	STATE_SEND_00: begin
	   if (send_ok) begin
	      tx_data_d = 8'h00;
	      tx_avail_d = 1'b1;
	      state_d = STATE_IDLE;
	   end
	end
	STATE_IGNORE_DATA: begin
	   if (rx_avail)
	     state_d = STATE_ACK_CMD;
	end
	STATE_ACK_CMD: begin
	   if (send_ok) begin
	      tx_data_d = 8'h0d;
	      tx_avail_d = 1'b1;
	      state_d = STATE_IDLE;
	   end
	end
	STATE_SET_ADDR_HI: begin
	   if (rx_avail) begin
	      addr_d[15:8] = rx_data;
	      state_d = STATE_SET_ADDR_LO;
	   end
	end
	STATE_SET_ADDR_LO: begin
	   if (rx_avail) begin
	      addr_d[7:0] = rx_data;
	      state_d = STATE_ACK_CMD;
	   end
	end
	STATE_SET_CNT_HI: begin
	   if (rx_avail) begin
	      if (rx_data == 0)
		state_d = STATE_SET_CNT_LO;
	      else
		state_d = STATE_BAD_COMMAND;
	   end
	end
	STATE_SET_CNT_LO: begin
	   if (rx_avail) begin
	      cnt_d = rx_data;
	      state_d = STATE_CHECK_FLASH;
	   end
	end
	STATE_CHECK_FLASH: begin
	   if (rx_avail) begin
	      if (rx_data == 8'h46)
		state_d = (cnt_q == 0? STATE_ACK_CMD : STATE_PROG_GET);
	      else
		state_d = STATE_BAD_COMMAND;
	   end
	end
	STATE_PROG_GET: begin
	   if (rx_avail) begin
	      cnt_d = cnt_q - 1;
	      state_d = STATE_PROG_PUT;
	      prog_strobe = 1'b1;
	   end
	end
	STATE_PROG_PUT: begin
	   addr_d = addr_q + 1;
	   state_d = (cnt_q == 0? STATE_ACK_CMD : STATE_PROG_GET);
	end
	STATE_SET_CNT_HI2: begin
	   if (rx_avail) begin
	      if (rx_data == 0)
		state_d = STATE_SET_CNT_LO2;
	      else
		state_d = STATE_BAD_COMMAND;
	   end
	end
	STATE_SET_CNT_LO2: begin
	   if (rx_avail) begin
	      cnt_d = rx_data;
	      state_d = STATE_CHECK_FLASH2;
	   end
	end
	STATE_CHECK_FLASH2: begin
	   if (rx_avail) begin
	      if (rx_data == 8'h46)
		state_d = (cnt_q == 0? STATE_IDLE : STATE_READ_GET);
	      else
		state_d = STATE_BAD_COMMAND;
	   end
	end
	STATE_READ_GET: begin
	   tx_data_d = (addr_q[0]? prog_data_in[15:8]:prog_data_in[7:0]);
	   if (send_ok) begin
	      tx_avail_d = 1'b1;
	      cnt_d = cnt_q - 1;
	      state_d = STATE_READ_PUT;
	   end
	end
	STATE_READ_PUT: begin
	   addr_d = addr_q + 1;
	   state_d = (cnt_q == 0? STATE_IDLE : STATE_READ_GET);
	end
	STATE_EXIT1: begin
	   if (send_ok) begin
	      tx_data_d = 8'h0d;
	      tx_avail_d = 1'b1;
	      state_d = STATE_EXIT2;
	   end
	end
	STATE_EXIT2: begin
	   if (send_ok)
	     state_d = STATE_INACTIVE;
	end
      endcase  
   end
   always @(posedge clk) begin
      if (rst) begin
	 tx_avail_q <= 1'b0;
	 tx_data_q <= 8'h00;
	 state_q <= STATE_INACTIVE;
	 cnt_q <= 0;
	 addr_q <= 0;
	 prog_mode_q <= 1'b0;
      end else begin
	 tx_avail_q <= tx_avail_d;
	 tx_data_q <= tx_data_d;
	 state_q <= state_d;
	 cnt_q <= cnt_d;
	 addr_q <= addr_d;
	 prog_mode_q <= prog_mode_d;
      end
   end
endmodule  
module avr109rx (
		 input rst,
		 input clk,
		 output[7:0] rx_data,
		 output rx_avail,
		 input rxd,
		 input rx_enabled
		 );
   parameter CLK_FREQUENCY = 1000000;
   parameter BAUD_RATE = 19200;
   function integer log2;
      input integer value;
      begin
         value = value-1;
         for (log2=0; value>0; log2=log2+1)
           value = value>>1;
      end
   endfunction
   localparam BAUDDIV = (CLK_FREQUENCY / BAUD_RATE);
   localparam LOG2_BAUDDIV = log2(BAUDDIV);
   reg [7:0] rxshift_d, rxshift_q;
   reg 	     rx_active_d, rx_active_q;
   reg 	     rx_done_d, rx_done_q;
   reg [3:0] rxcnt_d,   rxcnt_q;
   reg [LOG2_BAUDDIV-1:0] rxbaud_d, rxbaud_q;
   assign rx_data = rxshift_q;
   assign rx_avail = rx_done_q;
   always @(*) begin
      rx_active_d = rx_active_q;
      rx_done_d = 1'b0;
      if (rx_active_q) begin
	 rxshift_d = rxshift_q;
	 rxcnt_d = rxcnt_q;
	 if (rxbaud_q == BAUDDIV-1) begin
	    if (rxcnt_q == 9) begin
	       if (rxd) begin
		  rx_active_d = 1'b0;
		  rx_done_d = 1'b1;
	       end
	    end else begin
	       rxshift_d = {rxd, rxshift_q[7:1]};
	       rxcnt_d = rxcnt_q + 1;
	    end
	    rxbaud_d = 0;
	 end else begin
	    rxbaud_d = rxbaud_q + 1;
	 end
      end else begin
	 rxshift_d = {8{1'b0}};
	 rxcnt_d = 0;
	 rxbaud_d = BAUDDIV/2;
	 if (~rxd) begin
	    rx_active_d = 1'b1;
	 end
      end
   end
   always @(posedge clk) begin
      if (rst | ~rx_enabled) begin
	 rxshift_q <= {8{1'b0}};
	 rx_active_q <= 1'b0;
	 rx_done_q <= 1'b0;
	 rxcnt_q <= 0;
	 rxbaud_q <= 0;
      end else begin
	 rxshift_q <= rxshift_d;
	 rx_active_q <= rx_active_d;
	 rx_done_q <= rx_done_d;
	 rxcnt_q <= rxcnt_d;
	 rxbaud_q <= rxbaud_d;
      end
   end
endmodule  
module avr109tx (
		 input rst,
		 input clk,
		 input[7:0] tx_data,
		 input tx_avail,
		 output txd,
		 output tx_ready
		 );
   parameter CLK_FREQUENCY = 1000000;
   parameter BAUD_RATE = 19200;
   function integer log2;
      input integer value;
      begin
         value = value-1;
         for (log2=0; value>0; log2=log2+1)
           value = value>>1;
      end
   endfunction
   localparam BAUDDIV = (CLK_FREQUENCY / BAUD_RATE);
   localparam LOG2_BAUDDIV = log2(BAUDDIV);
   reg [8:0] 		txshift_d, txshift_q;
   reg [3:0] 	   txcnt_d, txcnt_q;
   reg		   tx_active_d, tx_active_q;
   reg [LOG2_BAUDDIV-1:0] txbaud_d, txbaud_q;
   assign txd = txshift_q[0];
   assign tx_ready = ~tx_active_q;
   always @(*) begin
      txshift_d = txshift_q;
      txcnt_d = txcnt_q;
      tx_active_d = tx_active_q;
      txbaud_d = txbaud_q;
      if (tx_active_q) begin
	 if (txbaud_q == BAUDDIV-1) begin
	    txshift_d = {1'b1, txshift_q[8:1]};
	    if (txcnt_q == 9)
	       tx_active_d = 0;
	    txcnt_d = txcnt_q + 1;
	    txbaud_d = 0;
	 end else begin
	    txbaud_d = txbaud_q + 1;
	 end
      end else if (tx_avail) begin
	 txshift_d = {tx_data, 1'b0};
	 txcnt_d = 0;
	 txbaud_d = 0;
	 tx_active_d = 1;
      end
   end
   always @(posedge clk) begin
      if (rst) begin
	 txshift_q <= 9'b111111111;
	 txcnt_q <= 4'b0;
	 tx_active_q <= 1'b0;
	 txbaud_q <= {LOG2_BAUDDIV{1'b0}};
      end else begin
	 txshift_q <= txshift_d;
	 txcnt_q <= txcnt_d;
	 tx_active_q <= tx_active_d;
	 txbaud_q <= txbaud_d;
      end
   end
endmodule  
==> ./run.sh <==
#!/bin/bash
# OpenROAD 26Q1-2900-gdf79404cd8, Yosys 0.63+post, stock flow scripts
make -C /OpenROAD-flow-scripts/flow DESIGN_CONFIG=/design/flow/config.mk WORK_HOME=/design/flow/orfs finish
==> ./config.mk <==
export PLATFORM = sky130hd
export DESIGN_NAME = avr109
export DESIGN_NICKNAME = avr109
export VERILOG_FILES = /design/flow/design.v
export SDC_FILE = /design/flow/constraint.sdc
export NUM_CORES = 4
export LEC_CHECK = 1
export CORE_UTILIZATION = 30
==> ./constraint.sdc <==
current_design avr109

set clk_period 3.5
set clk_io_pct 0.2

create_clock -name clk0 -period $clk_period [get_ports {clk}]

set non_clock_inputs [all_inputs -no_clocks]
set_input_delay [expr $clk_period * $clk_io_pct] -clock clk0 $non_clock_inputs
set_output_delay [expr $clk_period * $clk_io_pct] -clock clk0 [all_outputs]
==> results.toml <==
# flow metrics
[yosys]
cell_count_after_synthesis = 722
post_synth.cell_area_avg_sq_um = 7.62
top_area_cell = "dfxtp_1"
seq_area_frac_synth_pct = 29.5
synthDistinctLibCells = 80
synth.top_cells.by_area = "dfxtp_1 29%, nor2_1 5.7%, nand2_1 4.5%, a21oi_1 4.5%, o21ai_0 4.2%"
postSynth.topFlopCell = "dfxtp_1"
ys.flops = 81
mappedNetlistArea_sq_um = 5500
total_cells_reported_by_yosys_after_synthesis = 722
yosys_warns = 3
edf_count = 0
ys_chip_area_sq_um = 5500
synth_largest_type_area_fraction_pct = 29.5
proportion_of_synthesized_flip_flops_having_asynchronous_set_or_reset_pct = 0

[final_timing]
relSlewSlack_pct = 36.4
worst-slew-pin-transition_ns = 0.939
layout_setup_ws_ns = 0.525
hold_ws_ns = 0.462
rsz0062_at_grt = "no"
final.setup.tns_ns = 0
timing.final.max_slew_violations = 0
report.final.setup_viol = 0
fmaxAchievable_ghz = 0.336
skew_ns = 0.00788
layout_worst_path_cycle_share_pct = 85.0
post-route-min-period_ns = 2.98
timing.final.hold_violations = 0

[placement]
portBuffers = 62
routabilityCongestion = 0.906
preCtsSetupSlack_ns = 0.917
place_hpwl_mm = 10.1

[drt]
route.detailed.drc = 0
vias = 5152
postRouteAntennaNets = 0
detail_route.wirelength_mm = 14.6
detail_route.wl_per_cell_microns = 15.3
viasPerCell = 5.37
dr.first_iter.drc_count = 478
antennaDiodeCount = 0
firstDrtPassIters = 5

[outcome]
outcome = "finished, final reports clean"

[cts]
clock.latency.late_pin_ns = 0.35
cts_post_setup_buffers_inserted = 0
clk_pin_slew_ns = 0.06
post_cts_resize_count = 0
cts_max_path_buffers = 2
tritoncts_buffers = 9
ctsRootBufferMaster = "clkbuf_16"
clock_net_sink_count = 81
htree_levels = 3
cts_hold_buffers = 0
cts_tree = "built"

[flow_run]
tool_warnings = 30
drv_cap = 0

[critical_path]
startpoint_type = "flop"
worst_path_dominant_cell_family = "simple AND/OR/NAND/NOR gates"
timing.critical_path.to_type = "output pin"
critical_path.max_fanout = 11
max_stage_delay_ns = 0.49
timing.critical_path.cells = "nor2b_1 -> nand3_1 -> nor3_1 -> clkdlybuf4s50_1"
crit_type = "flop to output pin"
path_buffers = 1
critical_path.slowest_cell = "nand3_1"
arrival_ns = 2.28
worst-endpoint-required_ns = 2.80

[global_route]
global_route.usage.total_pct = 16.4
antenna_violations_before_repair = 0
grt_start_max_net_pins = 37
grt_first_pass_wirelength_mm = 24.2
grt_pass1_vias = 4574
globalRouteOverflowTotal = 0

[die]
rows = 49
die_ar_sq_um = 18900
initCoreUtil_pct = 30.6
die_y_microns = 137
boundaryPins = 64
placeableCoreArea_sq_um = 18000
die-width_microns = 137

[power_and_ir_drop]
cellLeakagePower_nw = 2.05
worst_vdd_rail_ir_drop_v = 0.000327
power.density_cell_area_nw_per_um2 = 328

[min_path]
min_path_type = "flop to flop"

[final_layout]
syn2layout_area_growth_pct = 16.0
final_layout_size_suffix_gt1_share_pct = 7.81
==> cells in the mapped netlist (3+ instances only) <==
cell / count
a21o_1: 4
a22oi_1: 7
buf_4: 30
a211o_1: 11
mux2_2: 10
nor4_1: 4
and3_1: 9
nand4_1: 7
mux2i_1: 17
o22ai_1: 3
xor2_1: 10
nor2b_1: 9
nand4b_1: 3
dfxtp_1: 81
o21ai_1: 3
a2bb2oi_1: 3
buf_2: 20
ha_1: 11
nand3_1: 33
nand2_1: 66
a211oi_1: 13
or3_1: 8
o31ai_1: 11
o21a_1: 6
nand2b_1: 9
nor3b_1: 6
and4bb_2: 3
nor3_1: 22
nor2_1: 84
inv_1: 16
a21oi_1: 49
o21ai_0: 46
clkbuf_1: 27
o211ai_1: 4
and2_1: 4
a2111oi_0: 3
a31oi_1: 10
a311oi_1: 3
xnor2_1: 6
==> state kept, by name, summed over array words and instances, names as in the netlist, 5 cells and up <==
register	cells
avr109tx_inst.txshift_q	9
avr109tx_inst.txbaud_q	7
cnt_q	8
avr109rx_inst.rxshift_q	8
state_q	5
avr109rx_inst.rxbaud_q	7
tx_data_q	8
addr_q	16
==> layer usage <==
metal	share of wire, %	global-route usage [%]	wire, microns	up-vias
li1	-	-	-	2594
met1	47	24.7	6930	2401
met2	46	24.8	6710	136
met3	4.9	2.52	718	21
met4	2.0	3.72	291	0
met5	0	0	0	-
==> per-stage QoR <==
stage	instance area [sq um]	utilization [%]	power (W)	cells
after floorplan	5500	-	0.000974	722
after global placement	6030	33.6	0.00100	943
after detailed placement	6030	33.6	0.00100	943
after CTS	6380	35.5	0.00213	959
after global routing	6380	35.5	0.00217	959
final	6380	35.5	0.00210	959
==> placed cells by master (no fill, tap or decap), types with 8 or more instances in the layout <==
cell	count
nor2_1	84
dfxtp_1	81
nand2_1	66
clkdlybuf4s50_1	61
a21oi_1	49
o21ai_0	46
nand3_1	33
nor3_1	22
mux2i_1	17
inv_1	16
a211oi_1	13
buf_4	12
o31ai_1	11
a211o_1	11
ha_1	11
a31oi_1	10
xor2_1	10
mux2_2	10
nor2b_1	9
nand2b_1	9
and3_1	9
clkbuf_16	9
or3_1	8
==> final cells by class <==
cell class | count | area (sq um)
clock inverters | 7 | 124
inverters | 16 | 60.1
clock buffers | 9 | 225
fillers | 1848 | 11600
well taps | 229 | 287
repair buffers | 74 | 706
multi-input cells | 543 | 3360
flip-flops and latches | 81 | 1620
==> worst paths after layout <==
path / cells past startpoint / startpoint / slack, ns / to
worst min register to register: 1 / avr109tx_inst.txshift_q[5] / 0.46 / avr109tx_inst.txshift_q[5]
worst max-delay path: 4 / state_q[1] / 0.52 / prog_high
worst max register to register: 6 / avr109tx_inst.tx_active_q / 0.89 / state_q[0]
worst min-delay path: 1 / avr109tx_inst.txshift_q[5] / 0.46 / avr109tx_inst.txshift_q[5]
==> report_power, final <==
| group | internal (W) | switching, W |
|---|---|---|
| clock network | 0.000705 | 0.000411 |
| logic | 0.0000266 | 0.0000225 |
| registers | 0.000926 | 0.00000484 |
| total | 0.00166 | 0.000438 |
==> cells by family after synthesis <==
logic type | share of synthesized area [%]
other | 0.0682
DFF | 29.5
buffers and inverters | 9.48
and+or+nand+nor | 26.9
AOI/OAI and AO/OA | 23.9
muxes | 5.14
xor gates and xnor gates | 2.55
adders and majority gates | 2.50
==> worst register-to-register path, delay by kind of cell (launching register included) <==
family | cells | cell delay (ns)
compound gates | 4 | 0.89
simple gates | 2 | 1.08
flops | 1 | 0.55
Power is estimated from default activity; no workload was simulated.
